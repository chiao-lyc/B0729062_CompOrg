==> flow/design.v <==
module Verilog4(reset, clk_in, button_in, button_out);
	input		reset, clk_in, button_in;
	output 	button_out;
	reg button_out;
	reg [25:0] counter;
	parameter divn_num = 5000000;
	always @(posedge clk_in) begin
		if(reset == 1'b1) begin
			counter = 5000000;
		end
		else begin
			if(button_in == 1'b1)
				counter = 0;
			else
				if(counter != 5000000)
					counter = counter + 1;
		end
	end
	always @(*) begin
		 if(counter == 4999999) begin
			  button_out <= 1'b1;
		 end
		 else 
			  button_out <= 1'b0;
	end
endmodule
==> flow/constraint.sdc <==
current_design Verilog4

set clk_period 5.5
set clk_io_pct 0.2

create_clock -name clk0 -period $clk_period [get_ports {clk_in}]

set non_clock_inputs [all_inputs -no_clocks]
set_input_delay [expr $clk_period * $clk_io_pct] -clock clk0 $non_clock_inputs
set_output_delay [expr $clk_period * $clk_io_pct] -clock clk0 [all_outputs]
==> flow/run.sh <==
#!/bin/bash
# OpenROAD 26Q1-2900-gdf79404cd8, Yosys 0.63+post, stock flow scripts
make -C /OpenROAD-flow-scripts/flow DESIGN_CONFIG=/design/flow/config.mk WORK_HOME=/design/flow/orfs finish
==> flow/config.mk <==
export PLATFORM = sky130hd
export DESIGN_NAME = Verilog4
export DESIGN_NICKNAME = Verilog4
export VERILOG_FILES = /design/flow/design.v
export SDC_FILE = /design/flow/constraint.sdc
export NUM_CORES = 4
export LEC_CHECK = 1
export CORE_AREA = 10 10 89 89
export DIE_AREA = 0 0 99 99
==> changes_impl.md <==
### Changed

- Total cells reported by yosys after synthesis: 168
- Reg-to-reg critical path endpoint: counter[21]
- Worst-case vdd ir drop: 0.136 mV
- Global-route wire length before repair: 5420 µm
- Sequential element share of the synthesized area: 37.2%
- Headroom to the max-slew limit: 67.4%
- Minimum setup slack among reg-to-reg paths: 3440 ps
- Area Growth Syn to Fin: 11.2%
- Tally of max-capacitance violations: 0
- Reg2reg start: counter[6]
- Seq cells post-synth: 26
- Syn Std Cell Area: 0.00140 mm²
- Number of ports placed on the die boundary: 4
- Stage-log warning count: 26
- Number of warning messages in the yosys log: 1
- Area taken by flip-flops and latches: 520 µm²
- Stages on the worst setup path: 4
- Vias post-DR: 1273
- Max Transition Viols Final: 0
- Worst hold-check path type: flop to flop
- Total of fill cells in the finished design: 632
- Sort of element at the start of the critical path: flop
- Power density cells: 226 mW/mm²
- Post-route non-filler standard cell count: 245
- Number of remaining DRC errors: 0
- Cell leakage power: 0.516 nW
- Critical path data arrival time: 2090 ps
- Met2 routed WL: 1470 µm
- Met1 wire length: 1530 µm
- Gate Count Post-Synth: 168
- Core region area: 0.00599 mm²
- Total internal power: 0.269 mW
- Port Buf Inserts: 3
- Worst path slowest cell: clkdlybuf4s50_1
- Post-layout minimum cycle time: 3190 ps
- CP cell instances: nor4b_1, nand4_1, nor4_1, clkdlybuf4s50_1
- Worst Setup Path Type: flop to output pin
- Drt wl/cell: 12.9 µm
- DIE HEIGHT: 99 µm
- Routability cong.: 0.825
- Sw Ratio: 23.6%
- Number of enable flip-flop cells: 0
- Insertion Delay late pin: 270 ps
- Chip area line of the yosys report: 0.00140 mm²
- Post-CTS Setup Inserts: 0
- Number of cells traversed by the worst register-to-register path: 4
- Number of endpoints with negative hold slack in the final report: 0
- Half-perimeter wire length after placement: 2260 µm
- Slew at the pin with the worst max-slew slack: 487 ps
- Max Clock Freq: 314 MHz
- Worst setup path end: button_out
- Die outline width: 99 µm
- Share of power burned in combinational logic: 7.6%
- Uppermost layer routed: met4
- Antenna violations before repair: 0
- RSZ-0062 raised after global routing: false
- Initial Utilization: 23.3%
- Violation count after the first detailed-routing iteration: 82
- Switching component of the power: 0.0828 mW
- Final cycle utilization of the critical path: 58.0%
- CTS max path bufs: 2
- Antenna diode count: 0
- Max reg flops: 26
- Synthesized area per cell: 8.32 µm²
- Part of the power in registers: 57.1%
- Ys async rst share: 0%
- Overall global routing resource usage: 6.28%
- Largest incremental delay on the critical path: 520 ps
- CTS Sinks: 26
- Element type at the critical path end: output pin
- CTS clock-pin slew for the worst setup and hold paths: 90 ps
- Global route overflow: 0
- Dominant synthesized flop cell: dfxtp_1
- Largest driver fanout on the critical path: 7
- Number of global-route vias before repair: 1141
- Proportion of layout cells with a drive suffix above 1: 4.71%
- Routed length on met3: 113 µm
- CTS tree: built
- Setup violators final: 0
- Cell Count Post-Placement: 241
- Vias per std cell: 5.20
- Root Buffer Master: clkbuf_8
- Number of standard-cell rows in the floorplan: 28
- Result of the run: finished, final reports clean
- Part of the power in the clock network: 35.3%
- Clk_skew: 4.30 ps
- CTS-repair resized insts: 0
- Routed wire length: 3160 µm
- Area of the multi-input gates: 832 µm²
- Critical path required time: 4400 ps
- Number of buffers created by CTS: 3
- Critical Path Source: counter[10]
- CTS H-tree lvls: 1
- Final setup TNS: 0 ps
- Post-synth cell types: 37
- Maximum number of pins on one net before global-route repair: 18
- Length of the first detailed-routing pass in iterations: 4
- Crit path buffers/inverters: 1
- Overall die area: 0.00980 mm²
- Cell family with the largest share of critical-path delay: simple AND/OR/NAND/NOR gates
- # hold bufs at CTS: 0
- Tally of nets with antenna violations remaining after routing: 0
- Util after Layout: 25.9%
==> cell families (layout without fill, tap and decap cells) <==
| group | after synthesis | after routing | synth area share [%] |
|---|---|---|---|
| and+or+nand+nor | 83 | 83 | 35.3 |
| AOI/OAI and AO/OA | 36 | 36 | 16.2 |
| buffers and inverters | 11 | 13 | 3.22 |
| adders and majority gates | 2 | 2 | 1.79 |
| xor gates and xnor gates | 10 | 10 | 6.27 |
| DFF | 26 | 26 | 37.2 |
==> layer usage <==
| metal | GRT usage, % | vias up |
|---|---|---|
| met5 | 0 | - |
| met4 | 1.43 | 0 |
| met3 | 0.987 | 4 |
| met2 | 10.4 | 29 |
| met1 | 8.36 | 602 |
| li1 | - | 638 |
==> power by group through the flow <==
| stage | Clock (mW) | Combinational (mW) | Sequential, mW |
|---|---|---|---|
| CTS | 0.129 | 0.0270 | 0.200 |
| finish | 0.124 | 0.0267 | 0.201 |
| global route | 0.137 | 0.0301 | 0.201 |
==> per-stage QoR <==
stage | instance area (µm²) | power [mW] | setup WS, ps | hold slack, ps
after floorplan | 1400 | 0.223 | 3400 | 448
after global placement | 1500 | 0.231 | 2610 | 477
after detailed placement | 1500 | 0.231 | 2600 | 477
after CTS | 1550 | 0.357 | 2270 | 492
after global routing | 1550 | 0.369 | 2090 | 549
final | 1550 | 0.351 | 2310 | 490
==> synthesized netlist by cell type, drive strengths merged (5+ instances only) <==
library cell	count	share of area (%)
dfxtp	26	37
a21oi	13	4.7
nand3	13	5.0
nand2	12	3.2
and3	8	3.6
nor2	8	2.1
nand4	7	3.1
xor2	7	4.4
and4	6	3.8
inv	6	1.6
o21ai	6	2.1
or3	6	2.7
or4	6	3.5
nor4	5	2.2
o31ai	5	2.7
==> cells in the final DEF (no fill, tap or decap), types with 7 or more instances in the layout <==
cell type / Yosys / routed
nand3_1: 12 / 12
xor2_1: 7 / 7
dfxtp_1: 26 / 26
and3_1: 8 / 8
nand4_1: 7 / 7
nand2_1: 12 / 12
a21oi_1: 13 / 13
nor2_1: 8 / 8
==> worst min path at each step <==
stage | from | to | cells after the start | slack, ps
after CTS | counter[25] | counter[25] | 2 | 490
after global routing | counter[16] | counter[16] | 2 | 550
final | counter[25] | counter[25] | 2 | 490
==> worst register-to-register path: cells and delay by family (launching register included) <==
kind,cells,cell delay (ps)
AND-OR/OR-AND,1,140
AND/OR/NAND/NOR,3,1340
flip-flops,1,510
==> area by class of cell <==
type	count	share of cell area, %
Clock buffer	4	3.54
Inverter	6	1.45
Multi-Input combinational cell	131	53.5
Sequential cell	26	33.5
Tap cell	75	6.04
Timing Repair Buffer	3	1.93
Power is estimated from default activity; no workload was simulated.
