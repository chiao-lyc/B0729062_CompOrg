==> design/flow/design.v <==
module debounce(reset, clk_in, button_in, button_out);
	input		reset, clk_in, button_in;
	output 	button_out;
	reg button_out;
	reg [25:0] counter;
	parameter divn_num = 5000000;
	always @(posedge clk_in) begin
		if(reset == 1'b1) begin
			counter = 5000000;
		end
		else begin
			if(button_in == 1'b1)
				counter = 0;
			else
				if(counter != 5000000)
					counter = counter + 1;
		end
	end
	always @(*) begin
		 if(counter == 4999999) begin
			  button_out <= 1'b1;
		 end
		 else 
			  button_out <= 1'b0;
	end
endmodule
==> design/flow/run.sh <==
#!/bin/bash
# OpenROAD 26Q1-2900-gdf79404cd8, Yosys 0.63+post, stock flow scripts
make -C /OpenROAD-flow-scripts/flow DESIGN_CONFIG=/design/flow/config.mk WORK_HOME=/design/flow/orfs finish
==> design/flow/config.mk <==
export PLATFORM = sky130hd
export DESIGN_NAME = debounce
export DESIGN_NICKNAME = debounce
export VERILOG_FILES = /design/flow/design.v
export SDC_FILE = /design/flow/constraint.sdc
export NUM_CORES = 4
export LEC_CHECK = 1
export CORE_AREA = 10 10 111 111
export DIE_AREA = 0 0 121 121
==> design/flow/constraint.sdc <==
current_design debounce

set clk_period 4.2
set clk_io_pct 0.2

create_clock -name clk0 -period $clk_period [get_ports {clk_in}]

set non_clock_inputs [all_inputs -no_clocks]
set_input_delay [expr $clk_period * $clk_io_pct] -clock clk0 $non_clock_inputs
set_output_delay [expr $clk_period * $clk_io_pct] -clock clk0 [all_outputs]
==> flow_summary.json <==
{
  "vias": 1240,
  "vdd_ir_drop_max_mv": 0.1131,
  "syn_area_um2": 1398,
  "reg2reg_from": "counter[6]",
  "p_sw_uw": 113.0,
  "cts_resized": 0,
  "drcViolationCount": 0,
  "n_antenna_cell": 0,
  "reg2reg_depth": 4,
  "path_buffers": 1,
  "antenna_found_initial": 0,
  "max_freq_mhz": 327.6,
  "crit_family": "simple AND/OR/NAND/NOR gates",
  "edf_count": 0,
  "yosysChipArea_um2": 1398,
  "grt_overflow": 0,
  "grt_max_degree": 18,
  "wl_um": 3109,
  "crit_arrival_ns": 2.21,
  "slew_viol_final": 0,
  "power.density_nw_per_um2": 309.6,
  "die_x_um": 121,
  "slew_headroom_pct": 67.86,
  "drive_gt1_share_pct": 4.706,
  "dieArea_um2": 14640,
  "finalHoldViolCount": 0,
  "warnings": 26,
  "grt_setup_unrepaired": "false",
  "drt_iter0_markers": 107,
  "p_leak_nw": 0.5232,
  "drtAntennaViolNets": 0,
  "grt_pass1_vias": 1173,
  "path_clk_slew_ns": 0.10,
  "yosys_warnings": 1,
  "htree_levels": 1,
  "hold_path.class": "reg -> reg",
  "end_kind": "output pin",
  "grt_usage_pct": 4.466,
  "tns_ns": 0,
  "clkLatencyLatePin_ns": 0.27,
  "max_stage_delay_ns": 0.53,
  "ctsHoldBuffers": 0,
  "root_buffer": "clkbuf_8",
  "routabilityCongestion": 0.8627,
  "wire_per_inst_um": 10.26,
  "postCtsSetupBuffers": 0,
  "pwr-share-clk_pct": 41.4,
  "crit_path_start_kind": "flop",
  "crit_type": "reg -> out",
  "initial_core_util_pct": 14.17,
  "layout_min_cycle_time_ns": 3.052,
  "dpl.cell_count": 299,
  "numCtsBuffers": 3,
  "comb_area_um2": 832.0,
  "ys.flops": 26,
  "crit_chain": "nor4b_1, nand4_1, nor4_1, clkdlybuf4s50_1",
  "finalCritPeriodShare_pct": 72.68,
  "reg2reg_to": "counter[23]",
  "dpl.hpwl_um": 2253,
  "first_pass_iters": 4,
  "setup_violations": 0,
  "largest_register_ffs": 26,
  "die_y_um": 121,
  "ios": 4,
  "seqPwrFrac_pct": 51.6,
  "hold_depth": 2,
  "vias_per_cell": 4.092,
  "port_buffers": 3,
  "ys_cells": 168,
  "crit_slowest_cell": "clkdlybuf4s50_1",
  "cts_tree": "done",
  "max-cap-violations": 0,
  "synth_top_flop_cell": "dfxtp_1",
  "hold_path_end": "counter[25]",
  "async_flop_share_pct": 0,
  "grt_pass1_wl_um": 5775,
  "ff_latch_area_um2": 520.5,
  "avgSynthCellArea_um2": 8.319,
  "num_rows": 36,
  "synthCells": 168,
  "hold_ws_ns": 0.4971,
  "coreArea_um2": 9864,
  "area.growth.synth_to_final_pct": 17.55,
  "stdcell_count": 303,
  "r2r_slack_ns": 2.14,
  "clock-sinks": 26,
  "combPwrFrac_pct": 7.0,
  "yosysUniqueCellTypes": 37,
  "worst_pin_slew_ns": 0.4806,
  "power.internal_uw": 395.5,
  "status": "complete, no violations",
  "hp-start": "counter[25]",
  "worstPathRequired_ns": 3.36,
  "seq_area_frac_synth_pct": 37.24,
  "p_sw_share_pct": 22.22,
  "worst-path-max-fanout": 7,
  "fin_skew_ns": 0.006438,
  "clockBufferDepth": 2,
  "cp.depth": 4,
  "fillers": 1101
}
==> synthesized netlist by cell type, types with 2 or more instances <==
library cell,count,area [µm²]
or4_1,5,37.54
or3_1,6,37.54
nand3_1,12,60.06
and2_1,2,12.51
a21oi_1,13,65.06
nor2_1,8,30.03
dfxtp_1,26,520.5
a21o_1,3,22.52
o21bai_1,2,15.01
a31oi_1,2,12.51
ha_1,2,25.02
xor2_1,7,61.31
o31ai_1,5,37.54
buf_2,3,15.01
clkbuf_1,2,7.510
and4_1,6,52.55
nand4_1,7,43.79
inv_1,6,22.52
and3_1,8,50.05
nor4_1,5,31.28
nand2_1,12,45.04
nor3_1,4,20.02
xnor2_1,3,26.28
o21ai_0,6,30.03
==> worst max path at each step <==
stage          startpoint         end  slack (ns)
finish        counter[10]  button_out        1.15
global route  counter[10]  button_out        0.96
CTS           counter[10]  button_out        1.17
==> power by group through the flow <==
| stage | registers [mW] | clock network, mW | logic, mW |
|---|---|---|---|
| 5_1_grt | 0.264 | 0.228 | 0.0404 |
| 6_report | 0.262 | 0.211 | 0.0356 |
| 4_1_cts | 0.262 | 0.217 | 0.0357 |
==> metal layers <==
layer  vias to the layer above  wire (µm)  global-route usage (%)
met5                         -          0                       0
met4                         0         40                  0.5279
met3                         2        151                   1.039
met2                        33       1325                   6.531
met1                       565       1592                   6.694
li1                        640          -                       -
==> cells by family (layout without fill, tap and decap cells) <==
| logic type | after synthesis | in the layout | share of synthesized area, % |
|---|---|---|---|
| simple gates | 83 | 83 | 35.27 |
| fa+ha+maj | 2 | 2 | 1.790 |
| buf+inv | 11 | 13 | 3.223 |
| flops | 26 | 26 | 37.24 |
| xor+xnor | 10 | 10 | 6.267 |
| compound gates | 36 | 36 | 16.20 |
==> placed cells by master (no fill, tap or decap), types with 3 or more instances in the layout <==
cell type / instances
or3_1: 6
a21o_1: 3
and4_1: 6
dfxtp_1: 26
xnor2_1: 3
a21oi_1: 13
nor4_1: 5
clkdlybuf4s50_1: 3
inv_1: 6
o21ai_0: 6
xor2_1: 7
or4_1: 5
nor3_1: 4
o31ai_1: 5
clkbuf_8: 3
nand2_1: 12
and3_1: 8
nor2_1: 8
nand4_1: 7
nand3_1: 12
==> worst reg2reg max path: stages (launching register included) <==
cell and delay [ns]:
dfxtp_1 0.52, and4_1 0.30, nand4_1 0.42, or4_1 0.61
a21oi_1 0.15
==> through the flow <==
| step | cell area, µm² | utilization, % | worst slack, ns | power (mW) |
|---|---|---|---|---|
| after CTS | 1643 | 16.65 | 1.167 | 0.5145 |
| final | 1643 | 16.65 | 1.148 | 0.5086 |
| after global placement | 1572 | 15.93 | 1.515 | 0.3028 |
| after detailed placement | 1572 | 15.93 | 1.494 | 0.3029 |
| after global routing | 1643 | 16.65 | 0.9637 | 0.5331 |
| after floorplan | 1398 | - | 2.363 | 0.2917 |
==> layout make-up <==
| class | count | share of cell area, % |
|---|---|---|
| multi-input cells | 131 | 50.65 |
| flip-flops and latches | 26 | 31.68 |
| well taps | 133 | 10.13 |
| clock buffers | 3 | 2.513 |
| clock inverters | 1 | 1.828 |
| repair buffers | 3 | 1.828 |
| inverters | 6 | 1.371 |
No activity file was given, so power comes from the tool's default toggle rates.
