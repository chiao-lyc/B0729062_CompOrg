$ cat design/flow/design.v
module lab09(S,A,B,G,Cin);
input [2:0]S;
input [7:0]A;
input [7:0]B;
input Cin;
output [7:0] G;   
reg [7:0]G;
always @(*)begin
	case({S,Cin})
		4'b0000:
			G = A;
		4'b0001:
			G = A + 1;
		4'b0010:
			G = A + B;
		4'b0011:
			G = A + B + 1;
		4'b0100:
			G = A + (~B);
		4'b0101:
			G = A + (~B) + 1;
		4'b0110:
			G = A - 1;
		4'b0111:
			G = A;
		4'b1000: 
			G = A & B;
		4'b1100:
			G = A & B;
		4'b1001:
			G = A | B;
		4'b1101:
			G = A | B;
		4'b1010:
			G = A ^ B;
		4'b1110:
			G = A ^ B;
		4'b1011:
			G = (~A);
		4'b1111:
			G = (~A);
	endcase
end
endmodule
$ cat design/flow/run.sh
#!/bin/bash
# OpenROAD 26Q1-2900-gdf79404cd8, Yosys 0.63+post, stock flow scripts
make -C /OpenROAD-flow-scripts/flow DESIGN_CONFIG=/design/flow/config.mk WORK_HOME=/design/flow/orfs finish
$ cat design/flow/config.mk
export PLATFORM = sky130hd
export DESIGN_NAME = lab09
export DESIGN_NICKNAME = lab09
export VERILOG_FILES = /design/flow/design.v
export SDC_FILE = /design/flow/constraint.sdc
export NUM_CORES = 4
export LEC_CHECK = 1
export CORE_UTILIZATION = 30
$ cat design/flow/constraint.sdc
current_design lab09

set clk_period 8.3
set clk_io_pct 0.2

create_clock -name clk0 -period $clk_period

set non_clock_inputs [all_inputs -no_clocks]
set_input_delay [expr $clk_period * $clk_io_pct] -clock clk0 $non_clock_inputs
set_output_delay [expr $clk_period * $clk_io_pct] -clock clk0 [all_outputs]
==> run summary <==
outcome -> finished, final reports clean
worst path cell trace -> clkdlybuf4s50_1, nor4b_1, a221o_2, a21oi_1, ha_1, or3_2, o211ai_1, xnor3_1, a21oi_1, clkdlybuf4s50_1
most frequent cells in the layout -> inv_1 (32), ha_1 (32), nand2_1 (29)
Hold Startpoint -> A[0]
Synth Cell Area -> 2050 µm²
First-pass DRT Iterations -> 7
Critical Path AT -> 5470 ps
Hold Vio Cnt, Final -> 0
post-route cell area -> 2340 µm²
# clk buffers -> 0
Slew HR -> 0.481
largest net degree at the start of global routing -> 34
grt total ovfl -> 0
Flop Count -> 0
share of layout cells above drive strength 1 -> 0.0525
Worst-Margin Slew -> 773 ps
Slew Limit Fails -> 0
die x size -> 84.6 µm
initial antenna violation count -> 0
Ys Warns -> 1
post-detailed-routing wire length -> 5680 µm
Yosys chip area -> 2050 µm²
Port Buffers -> 28
Tcrit/Tclk final -> 0.858
fmax -> 0.140 GHz
vias in the first global route -> 1,989
placed instance area -> 2340 µm²
OpenROAD warning count -> 48
chip area -> 7150 µm²
Period minus WS final -> 7130 ps
core area -> 6460 µm²
final HPWL from detailed placement -> 4690 µm
FF+latch area -> 0 µm²
LEAKAGE -> 0.991 nW
WL/cell -> 14.9 µm
worst path bufs/invs -> 2
row count -> 29
Resized Gates After CTS -> 0
first-pass GRT wire length -> 9690 µm
Synth Seq Share -> 0
PwrDens -> 57.9 nW/µm²
Cells after Synth -> 290
area grow syn2layout -> 14.3%
hold slack -> 4540 ps
critical path peak fanout -> 17
crit path capture type -> output port
Distinct cells, synth -> 61
Initial DRC Count -> 142
Hold Crit Class -> input pin to output port
Diodes inserted -> 0
cells in synth_stat.txt -> 290
worst IR drop on VDD -> 0.0000170 V
worst hold path cell count -> 5
die height -> 84.6 µm
Vias/cell -> 5.71
Initial Utilization -> 0.317
Top delay family on crit path -> buffers and inverters
hold buffer count at CTS -> 0
final setup vio count -> 0
Post-Route Setup TNS -> 0 ps
CP required -> 6640 ps
startpoint type of the worst setup path -> input pin
total track usage -> 0.167
Final ANT Viol Nets -> 0
CP max stage delay -> 890 ps
CP max-delay cell -> clkdlybuf4s50_1
RSZ-0062 raised after global routing -> no
post-CTS setup buffer count -> 0
syn avg cell area -> 7.05 µm²
max cap viols -> 0
gpl congestion -> 0.924
vias post-DR -> 2,181
WHS Endpoint -> G[0]
io pins -> 28
CP Class -> input pin to output port
DRC errors left -> 0
==> final cells by class <==
| type | instances | area, µm² |
|---|---|---|
| fillers | 699 | 4120 |
| inverters | 32 | 120 |
| multi-input cells | 242 | 1820 |
| well taps | 77 | 96.3 |
| repair buffers | 31 | 303 |
==> metrics by stage <==
stage               total power, mW  setup WS [ps]  std cells  utilization
floorplan                    0.0877           2690        290            -
global placement              0.135           1240        382        0.362
detailed placement            0.134           1200        382        0.362
CTS                           0.135           1190        382        0.362
global route                  0.150            922        382        0.362
finish                        0.135           1170        382        0.362
==> worst max-delay path by stage <==
stage	from	endpoint	slack [ps]	cells after the start
4_1_cts	S[1]	G[7]	1190	10
5_1_grt	S[1]	G[7]	920	11
6_report	S[1]	G[7]	1170	10
==> layer usage <==
layer  global-route usage  vias to the layer above  part of all wire
met1                0.250                     1006              0.48
met4               0.0216                        0            0.0093
met5                    0                        -                 0
met2                0.275                       80              0.46
li1                     -                     1089                 -
met3              0.00797                        6             0.045
==> kinds of logic after synthesis <==
group / after synthesis / share of synthesized area
buffers and inverters: 48 / 0.111
XOR/XNOR: 12 / 0.0581
adder cells (fa/ha/maj): 35 / 0.225
multiplexers: 7 / 0.0532
AND-OR/OR-AND: 95 / 0.313
AND/OR/NAND/NOR: 93 / 0.240
==> cells in the mapped netlist, types with 5 or more instances <==
| cell | count | area (µm²) |
|---|---|---|
| ha_1 | 32 | 400 |
| inv_1 | 32 | 120 |
| nand2_1 | 29 | 109 |
| a21oi_1 | 25 | 125 |
| nor2_1 | 21 | 78.8 |
| o21ai_0 | 14 | 70.1 |
| o21ai_1 | 8 | 40.0 |
| o221ai_1 | 8 | 70.1 |
| xnor2_1 | 8 | 70.1 |
| nand3_1 | 7 | 35.0 |
| clkbuf_1 | 6 | 22.5 |
| nand2b_1 | 6 | 37.5 |
| o211ai_1 | 6 | 45.0 |
| nor3_1 | 5 | 25.0 |
==> where the power goes <==
| group | switching (mW) | internal, mW | leakage [nW] | total [mW] |
|---|---|---|---|---|
| clock network | 0 | 0 | 0 | 0 |
| registers | 0 | 0 | 0 | 0 |
| logic | 0.0707 | 0.0648 | 0.991 | 0.135 |
| total | 0.0707 | 0.0648 | 0.991 | 0.135 |
No activity file was given, so power comes from the tool's default toggle rates.
